`design/flow/design.v`:
```
module bitcoin_hash(input logic clk, reset_n, start,
	input logic [15:0] message_addr, output_addr,
	output logic done, mem_clk, mem_we,
	output logic [15:0] mem_addr,
	output logic [31:0] mem_write_data,
	input logic [31:0] mem_read_data);
	enum logic [3:0]{IDLE, S0, S1, S2, S3, S4, S5, S6, S7, S8} state;
	logic [15:0] read_address, write_address;  
	logic [15:0] read_to, write_from;  
	parameter int k[0:63] = '{  
		32'h428a2f98,32'h71374491,32'hb5c0fbcf,32'he9b5dba5,32'h3956c25b,32'h59f111f1,32'h923f82a4,32'hab1c5ed5,
		32'hd807aa98,32'h12835b01,32'h243185be,32'h550c7dc3,32'h72be5d74,32'h80deb1fe,32'h9bdc06a7,32'hc19bf174,
		32'he49b69c1,32'hefbe4786,32'h0fc19dc6,32'h240ca1cc,32'h2de92c6f,32'h4a7484aa,32'h5cb0a9dc,32'h76f988da,
		32'h983e5152,32'ha831c66d,32'hb00327c8,32'hbf597fc7,32'hc6e00bf3,32'hd5a79147,32'h06ca6351,32'h14292967,
		32'h27b70a85,32'h2e1b2138,32'h4d2c6dfc,32'h53380d13,32'h650a7354,32'h766a0abb,32'h81c2c92e,32'h92722c85,
		32'ha2bfe8a1,32'ha81a664b,32'hc24b8b70,32'hc76c51a3,32'hd192e819,32'hd6990624,32'hf40e3585,32'h106aa070,
		32'h19a4c116,32'h1e376c08,32'h2748774c,32'h34b0bcb5,32'h391c0cb3,32'h4ed8aa4a,32'h5b9cca4f,32'h682e6ff3,
		32'h748f82ee,32'h78a5636f,32'h84c87814,32'h8cc70208,32'h90befffa,32'ha4506ceb,32'hbef9a3f7,32'hc67178f2};	
	parameter int h_const[0:7] = '{
		32'h6a09e667,32'hbb67ae85,32'h3c6ef372,32'ha54ff53a,32'h510e527f,32'h9b05688c,32'h1f83d9ab,32'h5be0cd19};
	logic [31:0] w[32], AtoH[8], h[8], h0[8]; 
	logic [31:0] m16, m17, m18; 	 
	logic [31:0] t0,t00;  
	logic [1:0] round;  
	logic [7:0] t, t_plus_one;  
	logic [3:0] n;  
	logic commonOp;
	function logic [31:0] rrot(input logic [31:0] x, input logic [7:0] r);
		rrot = (x >> r) | (x << (32-r));
	endfunction
	function logic [31:0] wtnew;
		logic [31:0] s0, s1;
			s0 = rrot(w[1],7)^rrot(w[1],18)^(w[1]>>3);
			s1 = rrot(w[14],17)^rrot(w[14],19)^(w[14]>>10);
			wtnew = w[0] + s0 + w[9] + s1;
	endfunction
	function logic [255:0] opAtoH;
		logic [31:0] t1, t2, s1, ch, s0, maj;
			s1 					= rrot(AtoH[4], 6) ^ rrot(AtoH[4], 11) ^ rrot(AtoH[4], 25);
			ch 					= (AtoH[4] & AtoH[5]) ^ ((~AtoH[4]) & AtoH[6]);
			s0 					= rrot(AtoH[0], 2) ^ rrot(AtoH[0], 13) ^ rrot(AtoH[0], 22);
			maj 				= (AtoH[0] & AtoH[1]) ^ (AtoH[0] & AtoH[2]) ^ (AtoH[1] & AtoH[2]);
			t1 					= s1 + ch + t0;
			t2 					= s0 + maj;
			opAtoH = {t1 + t2, AtoH[0], AtoH[1], AtoH[2], AtoH[3] + t1, AtoH[4], AtoH[5], AtoH[6]};
	endfunction
	assign mem_clk = clk;
	always_ff @(posedge clk, negedge reset_n) begin
		if (!reset_n) begin
			state <= IDLE;
		end else begin
			if (commonOp) begin
				{AtoH[0],AtoH[1],AtoH[2],AtoH[3],AtoH[4],AtoH[5],AtoH[6],AtoH[7]} <= opAtoH();
				t0		<= AtoH[6] + k[t_plus_one] + w[15];
				for (int n = 0; n < 15; n++) w[n] <= w[n+1];
				if (round ==0 && t<14) w[15] <= mem_read_data;
				else if (round !=0 && t<14) w[15] <= w[16];
				else w[15] <= wtnew();
				for (int m = 16; m < 31; m++) w[m] <= w[m+1];
			end 
			case (state)
			IDLE: begin
				mem_we			<= 0;
				n				<= 0;
				for (int i=0; i<8; i++) h[i] <= h_const[i];
				if (start) begin
					state 			<= S0;
					mem_addr 		<= message_addr; 
					read_address	<= message_addr + 1;
					write_address	<= output_addr;
					done			<= 0;
				end else begin
					done			<= 1;
				end
			end
			S0: begin
				state			<= S1;
				mem_addr 		<= read_address; 
				read_address	<= read_address + 1;
			end
			S1: begin
				state			<= S2;
				commonOp		<= 0;
				t_plus_one		<= 0;
				mem_addr 		<= read_address; 
				read_address	<= read_address + 1;
				for (int n = 0; n < 15; n++) w[n] <= w[n+1];
				w[15] <= mem_read_data;
			end
			S2: begin 
				state			<= S3;
				commonOp		<= 1;
				t				<= t_plus_one;
				t_plus_one		<= t_plus_one + 1;
				round			<= 0;
				mem_addr 		<= read_address; 
				read_address	<= read_address + 1;
				for (int n = 0; n < 15; n++) w[n] <= w[n+1];
				w[15] 			<= mem_read_data;
				t0				<= h[7] + k[0] + w[15];
				for(int i=0;i<8;i++) AtoH[i] <= h[i];
			end
			S3: begin
				if (t==63) begin
					state 			<= S4;
					commonOp		<= 0;
					t_plus_one		<= 0;
				end else begin
					t				<= t_plus_one;
					t_plus_one		<= t_plus_one + 1;
				end
				mem_addr 		<= read_address; 
				read_address	<= read_address + 1;
				if (t_plus_one == 15) m16 <= mem_read_data;
				if (t_plus_one == 16) m17 <= mem_read_data;
				if (t_plus_one == 17) m18 <= mem_read_data;
			end
			S4: begin  
				state 			<= S5;
				commonOp		<= 1;
				round			<= 1;
				t				<= t_plus_one;
				t_plus_one		<= t_plus_one + 1;
				w[14]				<= m16;
				w[15]				<= m17;
				w[16]				<= m18;
				w[17]				<= n;						
				w[18]				<= 32'h80000000;
				for(int i=19;i<29;i++) w[i] <= 32'h00000000;
				w[29] 				<= 32'd640;
				for(int i=0;i<8;i++) AtoH[i] <= h[i] + AtoH[i];	 
				for(int i=0;i<8;i++) h0[i] <= h[i] + AtoH[i];	 
				for(int i=0;i<8;i++) h[i] <= h[i] + AtoH[i];	 
				t0					<= h[7] + AtoH[7] + k[0] + m16;
				t00					<= h[7] + AtoH[7] + k[0] + m16;
			end
			S5: begin
				if (t==63) begin
					state 			<= S6;
					commonOp		<= 0;
					t_plus_one		<= 0;
				end else begin
					t				<= t_plus_one;
					t_plus_one		<= t_plus_one + 1;
				end
			end
			S6: begin  
				state 			<= S7;
				commonOp		<= 1;
				round			<= 2;
				t				<= t_plus_one;
				t_plus_one		<= t_plus_one + 1;
				for(int i=0;i<8;i++)  w[i+14] <= h[i] + AtoH[i];
				w[22]			<= 32'h80000000;				
				for(int j=23;j<29;j++) w[j] <= 32'h00000000;
				w[29] 			<= 32'd256;
				for (int i=0; i<8; i++) h[i] <= h_const[i];
				for (int i=0; i<8; i++) AtoH[i] <= h_const[i];
				t0				<= h_const[7] + k[0] + h[0] + AtoH[0];
			end
			S7: begin
				if (t==63) begin
					state 			<= S8;
					commonOp		<= 0;
					t_plus_one		<= 0;
				end else begin
					t				<= t_plus_one;
					t_plus_one		<= t_plus_one + 1;
				end
			end
			S8: begin
				if (n==15)
					state			<= IDLE;
				else begin
					state 			<= S5;
					commonOp		<= 1;
					round			<= 1;
					t				<= t_plus_one;
					t_plus_one		<= t_plus_one + 1;
				end
				n				<= n + 1;
				round			<= 3;
				for(int i=0;i<8;i++) h[i] <= h[i] + AtoH[i];	 
				mem_we			<= 1;
				mem_addr		<= write_address + n;
				mem_write_data	<= h[0] + AtoH[0];
				w[14]				<= m16;
				w[15]				<= m17;
				w[16]				<= m18;
				w[17]				<= n+1;						
				w[18]				<= 32'h80000000;
				for(int i=19;i<29;i++) w[i] <= 32'h00000000;
				w[29] 				<= 32'd640;
				for(int i=0;i<8;i++) AtoH[i] <= h0[i];
				for(int i=0;i<8;i++) h[i] <= h0[i];
				t0					<= t00;
			end
		endcase
		end
	end
endmodule
```
`design/flow/run.sh`:
```
#!/bin/bash
# OpenROAD 26Q1-2900-gdf79404cd8, Yosys 0.63+post, stock flow scripts
make -C /OpenROAD-flow-scripts/flow DESIGN_CONFIG=/design/flow/config.mk WORK_HOME=/design/flow/orfs finish
```
`design/flow/constraint.sdc`:
```
current_design bitcoin_hash

set clk_period 36.0
set clk_io_pct 0.2

create_clock -name clk0 -period $clk_period [get_ports {clk}]

set non_clock_inputs [all_inputs -no_clocks]
set_input_delay [expr $clk_period * $clk_io_pct] -clock clk0 $non_clock_inputs
set_output_delay [expr $clk_period * $clk_io_pct] -clock clk0 [all_outputs]
```
`design/flow/config.mk`:
```
export PLATFORM = sky130hd
export DESIGN_NAME = bitcoin_hash
export DESIGN_NICKNAME = bitcoin_hash
export VERILOG_FILES = /design/flow/design.v
export SDC_FILE = /design/flow/constraint.sdc
export NUM_CORES = 4
export LEC_CHECK = 1
export CORE_UTILIZATION = 50
export SYNTH_HDL_FRONTEND = slang
```
==> results.txt <==
Status of the implementation.

- The average instance in the mapped netlist occupies around 11 um2.
- After global routing the overflow that remains totals 0.
- According to the floorplan report, the die height is ~450 um.
- STA puts the critical path data arrival time at roughly 19 ns.
- The flow ran to the end, and the final reports show no timing, DRC or antenna violations.
- According to the report, the first pass of detailed routing completed in 13 iterations.
- The most instantiated flip-flop cell in the synthesis netlist is edfxtp_1, for reference.
- The routed design shows a via density per instance of between 6 and 7.
- The post-cts resize count is 0, for reference.
- The die span in x is 454.9 um, for reference.
- In this run the register-to-register setup slack is 28.09 ns.
- The first global-routing pass estimated slightly below 600 mm of wire.
- The post-CTS clock slew at the launch and capture registers of the worst setup and hold paths is 0.06 ns, for reference.
- By startpoint and endpoint, the worst setup path is classified as clock port to output pin.
- Global routing used between 40 and 50% of the available tracks across all layers.
- The synthesized design contains approximately 1800 register bits.
- In this run, synthesis inferred roughly 1500 flip-flops with an integrated enable.
- The endpoint of the worst register-to-register path is AtoH[255], for reference.
- STA classifies the critical path endpoint as an output pin.
- The relative area change from synthesis to final layout is 11.32%, for reference.
- For reference, full adder, half adder and majority cells occupy between 10% and 20% of the area reported after synthesis.
- The placer congestion estimate is around 1.0, for reference.
- Entering global routing, the biggest net connects between 100 and 150 pins.
- The number of ports placed on the die boundary is roughly 120, for reference.
- For reference, simple AND, OR, NAND and NOR cells occupy a little under a tenth of the area reported after synthesis.
- TritonCTS built the clock tree.
- Setup repair after global routing left no endpoint under its margin.
- The post-synthesis cell count is around 9400, for reference.
- Setup slack on the critical path of the routed design comes to 10.17 ns.
- For the worst flop-to-flop path, the logic depth is 27.
- In this run the biggest area consumer among cell types represents around 45% of the synthesized area.
- The worst setup skew after layout is about 0.12 ns, for reference.
- After detailed placement, the design holds a cell count of 11960.
- After synthesis, the design contains 9440 cells according to Yosys.
- Fill cells in the final layout number 16740.
- The end-of-flow timing check tallies setup violations at 0.
- The sequential share of the synthesized area is 49.45%, for reference.
- The startpoint of the worst setup timing path is clk, for reference.
- The fraction of final layout cells with drive strength greater than 1 is between 6 and 7%, for reference.
- Per the post-route antenna check, the number of violating nets is 0.
- The critical path ends at mem_clk.
- The critical-path maximum fanout is 2, for reference.
- The number of vias after detailed routing is around 81000, for reference.
- The starting density of the core is 50.55%, for reference.
- In the final report, the number of hold violations comes to 0.
- The area inside the core boundary is 0.2029 mm2, for reference.
- The finished layout holds ~12000 standard cells, fillers aside.
- The post-detailed-placement cell area is between 0.1 and 0.15 mm2, for reference.
- The final non-filler cell area is ~0.11 mm2, for reference.
- In the final report, the number of pins over their slew limit comes to 0.
- The top logic cell family in the synthesized netlist is AND-OR/OR-AND gates, for reference.
- After routing, the total negative slack on setup checks comes to 0 ns.
- In the post-synthesis netlist, the biggest area contributors are edfxtp_1, ha_1, xnor2_1.
- In this run the core area contains around 170 standard-cell rows.
- The global routing report lists met1 layer usage as roughly 57%.
- edfxtp_1 takes more of the synthesized area than any other cell.
- The fraction of registers with async set or reset after synthesis is less than 1%, for reference.
- The count of warnings emitted by yosys is 0, for reference.
- The initial antenna violation count is 19, for reference.
- Looking at the post-CTS report, the setup buffer insertion count equals 0.
- STA classifies the critical path startpoint as a clock port.
- The DRC violation total after the first TritonRoute iteration is approximately 8700, for reference.
- In this run, distinct cell masters in the synthesized netlist total a little over 90.
- The count of buffers added on input and output ports is about 120.
- At the pin with the least slew margin, the transition time is between 1 and 1.5 ns.
- The required time at the worst endpoint is listed as slightly below 30 ns.
- The netlist area before placement is 0.1026 mm2, for reference.
- The number of global-route vias before repair is between 70000 and 80000.
- The OpenROAD warning count is roughly 76, for reference.
- The XOR/XNOR share of the synthesized area is 6.172%, for reference.
- Per the run summary, max-cap violations total 0.
- The remaining max-slew budget at the tightest pin is between 20 and 30%, for reference.
- The met2 usage in global routing is between 50% and 60%, for reference.
- The chip area line in the Yosys stat output reads ~0.1 mm2.
- Per the OpenROAD floorplan log, the area of the die is between 0.2 and 0.25 mm2.
- The DRC violation total left in the routed layout is recorded as 0.
- After global routing, the most crowded layer is met2.
- The quantity of hold-fixing buffers added after cts is 0, for reference.
- The sum of routed wire length over all layers is approximately 420 mm, for reference.
- The worst slack at placement is roughly 10 ns, for reference.
- The fraction of the mapped netlist area in compound gates is between 15 and 20%, for reference.
- The clock reaches the later pin of the worst-skew pair after approximately 1.0 ns.
- The average wire per standard cell is about 34 um, for reference.
- Summing all multiplexer cells gives an area fraction of less than 1%.
- The worst register-to-register path begins at AtoH[122].
- The half-perimeter wire length of the detailed placement result is 308.1 mm, for reference.
- The met3 demand-to-capacity share in global routing is 26.47%, for reference.
- The class of the worst hold path is flop to flop, for reference.
## how the worst min path moves through the flow
stage	from	endpoint	depth (start not counted)
6_report	w[0][285]	w[0][253]	0
5_1_grt	w[0][285]	w[0][253]	0
4_1_cts	w[0][285]	w[0][253]	0
## synth_stat cells (all sizes together) (65+ instances only)
library cell	instances
edfxtp	1535
a21oi	836
nor2	730
nand2	643
ha	596
inv	585
xnor2	521
o21ai	459
clkbuf	449
a222oi	239
a21o	225
dfxtp	219
xor2	201
fa	183
a221oi	166
nand3	163
nor3	124
a221o	109
a31oi	96
a22o	95
nand2b	89
a211oi	79
o22a	72
o211ai	71
nor2b	69
and3	66
a22oi	65
buf	65
## layer usage
metal / share of wire [%] / vias up / routed length [um]
li1: - / 35660 / -
met1: 35 / 39140 / 146900
met2: 42 / 5023 / 176200
met3: 16 / 935 / 68170
met4: 6.3 / 30 / 26170
met5: 0.16 / - / 678
## layout make-up
class	count	area [um2]	area share (%)
multi-input cells	6574	47910	41.96
diodes	9	22.52	0.01972
clock buffers	246	5289	4.632
clock inverters	121	1609	1.409
well taps	2672	3343	2.928
flip-flops and latches	1764	50740	44.44
repair buffers	364	3043	2.665
inverters	588	2230	1.953
## kinds of logic after synthesis
family	Yosys count
and+or+nand+nor	2073
muxes	67
xor gates and xnor gates	722
buffers and inverters	1102
DFF	1764
AOI/OAI and AO/OA	2911
adders and majority gates	801
## sequential cells by signal, indices dropped and copies added (netlist names), 32 cells and up
signal	count
w	721
AtoH	256
h0	256
h	256
m16	32
m17	32
m18	32
mem_write_data	32
t00	32
t0	32
## placed cells by master (no fill, tap or decap), types with 122 or more instances in the layout
cell	count
buf_4	246
clkbuf_16	196
edfxtp_1	1535
a21o_1	225
nor3_1	122
nor2_1	719
nand2_1	636
nand3_1	163
a21oi_1	834
ha_1	596
xor2_1	201
inv_1	582
fa_1	183
a221oi_1	165
xnor2_1	516
a222oi_1	239
o21ai_0	447
dfxtp_1	219
## critical path, cell delays in order
cell and delay (ns):
clkbuf_16 0.12, clkbuf_16 0.13, clkdlybuf4s50_1 0.39
## through the flow
step | util (%) | hold slack [ns]
floorplan | - | 0.3690
global placement | 52.86 | 0.3932
detailed placement | 52.86 | 0.3969
CTS | 56.26 | 0.3438
global route | 56.26 | 0.3658
finish | 56.27 | 0.3654
