### design.v
module simplified_sha256(input logic clk, reset_n, start,
	input logic [15:0] message_addr, output_addr,
	output logic done, mem_clk, mem_we,
	output logic [15:0] mem_addr,
	output logic [31:0] mem_write_data,
	input logic [31:0] mem_read_data);
	enum logic [3:0]{IDLE, R0, R1, C1, C2, A1, A2, B1, B2, W} state;
	logic [15:0] read_address, write_address;  
	logic [15:0] read_count, write_count;  
	parameter int k[0:63] = '{
		32'h428a2f98,32'h71374491,32'hb5c0fbcf,32'he9b5dba5,32'h3956c25b,32'h59f111f1,32'h923f82a4,32'hab1c5ed5,
		32'hd807aa98,32'h12835b01,32'h243185be,32'h550c7dc3,32'h72be5d74,32'h80deb1fe,32'h9bdc06a7,32'hc19bf174,
		32'he49b69c1,32'hefbe4786,32'h0fc19dc6,32'h240ca1cc,32'h2de92c6f,32'h4a7484aa,32'h5cb0a9dc,32'h76f988da,
		32'h983e5152,32'ha831c66d,32'hb00327c8,32'hbf597fc7,32'hc6e00bf3,32'hd5a79147,32'h06ca6351,32'h14292967,
		32'h27b70a85,32'h2e1b2138,32'h4d2c6dfc,32'h53380d13,32'h650a7354,32'h766a0abb,32'h81c2c92e,32'h92722c85,
		32'ha2bfe8a1,32'ha81a664b,32'hc24b8b70,32'hc76c51a3,32'hd192e819,32'hd6990624,32'hf40e3585,32'h106aa070,
		32'h19a4c116,32'h1e376c08,32'h2748774c,32'h34b0bcb5,32'h391c0cb3,32'h4ed8aa4a,32'h5b9cca4f,32'h682e6ff3,
		32'h748f82ee,32'h78a5636f,32'h84c87814,32'h8cc70208,32'h90befffa,32'ha4506ceb,32'hbef9a3f7,32'hc67178f2
	};	
	logic [31:0] h[8]; 	 
	logic [31:0] w[16];  
	logic [31:0] A, B, C, D, E, F, G, H;
	logic [31:0] S1, S0, t0, t1, t2, ch, s1ch, ktw, maj, t_plus_one;  
	logic	is1stRound = 1;  
	logic [15:0] t;  
	assign mem_clk = clk;
	function logic [31:0] rrot(input logic [31:0] x, input logic [7:0] r);
		rrot = (x >> r) | (x << (32-r));
	endfunction
	function logic [31:0] wtnew;  
		logic [31:0] s0, s1;
			s0 = rrot(w[1],7)^rrot(w[1],18)^(w[1]>>3);
			s1 = rrot(w[14],17)^rrot(w[14],19)^(w[14]>>10);
			wtnew = w[0] + s0 + w[9] + s1;
	endfunction
	function logic [255:0] opAtoH;
		S1 					= rrot(E, 6) ^ rrot(E, 11) ^ rrot(E, 25);
		ch 					= (E & F) ^ ((~E) & G);
		S0 					= rrot(A, 2) ^ rrot(A, 13) ^ rrot(A, 22);
		maj 					= (A & B) ^ (A & C) ^ (B & C);
		t1 					= S1 + ch + t0;
		t2 					= S0 + maj;
		opAtoH = {t1 + t2, A, B, C, D + t1, E, F, G};
	endfunction
	always_ff @(posedge clk, negedge reset_n) begin
		if (!reset_n) begin
			state <= IDLE;
		end else 
			case (state)
				IDLE:
					begin
						done				<= 1;
						mem_we			<= 0;
						h[0] <= 32'h6a09e667;
						h[1] <= 32'hbb67ae85;
						h[2] <= 32'h3c6ef372;
						h[3] <= 32'ha54ff53a;
						h[4] <= 32'h510e527f;
						h[5] <= 32'h9b05688c;
						h[6] <= 32'h1f83d9ab;
						h[7] <= 32'h5be0cd19;
						if (start) begin
							state 			<= R0;
							done				<= 0;
							read_address	<= message_addr + 1;
							mem_addr 		<= message_addr; 
							write_address	<= output_addr;
						end
					end
				R0:
					begin
						state					<= R1;
						A <= h[0];
						B <= h[1];
						C <= h[2];
						D <= h[3];
						E <= h[4];
						F <= h[5];
						G <= h[6];
						H <= h[7];
						mem_addr 			<= read_address;
						read_address		<= read_address + 1;
					end
				R1:
					begin
						state					<= C1;
						mem_addr 			<= read_address;
						read_address		<= read_address + 1;
						w[0]					<= mem_read_data;
						read_count			<= 1;
						t0 					<= H + k[0] + mem_read_data;
						t						<= 0;
					end
				C1:
					begin
						if (is1stRound && read_address == 16)
							state				<= A1;
						else if (!is1stRound && t == 2)
							state				<= B1;
						mem_addr 			<= read_address;
						read_address		<= read_address + 1;
						w[read_count]		<= mem_read_data;
						read_count			<= read_count + 1;
						t0 					<= G + k[read_count] + mem_read_data;
						t						<= t + 1;
						{A, B, C, D, E, F, G, H} 	<= opAtoH();
					end
				A1:
					begin  
						state					<= C2;
						w[14]					<= mem_read_data;
						read_count			<= 0;
						for (int n = 0; n < 14; n++) w[n] <= w[n+1];
						w[15] 				<= wtnew();
						t0 					<= G + k[read_count] + mem_read_data;
						t						<= read_count;  
						t_plus_one			<= 16;
						{A, B, C, D, E, F, G, H} 	<= opAtoH();
					end
				B1:
					begin
						if (t == 13)
							state				<= C2;
						read_count			<= read_count + 1;
						t0						<= G + k[read_count] + w[read_count];
						t						<= read_count;
						t_plus_one			<= 15;
						{A, B, C, D, E, F, G, H} 	<= opAtoH();
					end
				C2:
					begin
						if (t == 63) begin
							if (is1stRound)
								state				<= A2;
							else
								state				<= B2;
							mem_addr 		<= read_address;
							read_address	<= read_address + 1;
						end
						t_plus_one			<= t_plus_one + 1;
						for (int n = 0; n < 15; n++) w[n] <= w[n+1];
						w[15] 				<= wtnew();
						t0						<= G + k[t_plus_one] + w[15];
						t						<= t_plus_one;
						{A, B, C, D, E, F, G, H} 	<= opAtoH();
				end
				A2:
					begin
						state				<= C1;
						is1stRound		<= 0;
						t					<= 0;
						h[0]				<= h[0] + A;
						h[1]				<= h[1] + B;
						h[2]				<= h[2] + C;
						h[3]				<= h[3] + D;
						h[4]				<= h[4] + E;
						h[5]				<= h[5] + F;
						h[6]				<= h[6] + G;
						h[7]				<= h[7] + H;						
						A					<= h[0] + A;
						B					<= h[1] + B; 
						C					<= h[2] + C; 
						D					<= h[3] + D; 
						E					<= h[4] + E; 
						F					<= h[5] + F; 
						G					<= h[6] + G; 
						H					<= h[7] + H;
						w[4]				<= 32'h80000000;
						w[5]		 		<= 32'h00000000;
						w[6]		 		<= 32'h00000000;
						w[7]		 		<= 32'h00000000;
						w[8]		 		<= 32'h00000000;
						w[9]		 		<= 32'h00000000;
						w[10]		 		<= 32'h00000000;
						w[11]		 		<= 32'h00000000;
						w[12]		 		<= 32'h00000000;
						w[13]		 		<= 32'h00000000;
						w[14]		 		<= 32'h00000000;
						w[15] 			<= 32'd640;
						mem_addr			<= read_address;
						read_address	<= read_address + 1;
						w[read_count]	<= mem_read_data;
						read_count		<= read_count + 1;
						t0					<= h[7] + H + k[0] + mem_read_data;					
					end
				B2:
					begin
						state				<= W;
						mem_addr 		<= write_address;
						mem_write_data	<= h[0] + A;
						mem_we			<= 1;
						write_count		<= 1;
						write_address	<= write_address + 1;
						t						<= 0;
						h[0]					<= h[0] + A;
						h[1]					<= h[1] + B;
						h[2]					<= h[2] + C;
						h[3]					<= h[3] + D;
						h[4]					<= h[4] + E;
						h[5]					<= h[5] + F;
						h[6]					<= h[6] + G;
						h[7]					<= h[7] + H;						
					end
				W:
					begin
						if (write_count == 7) begin
							state 			<= IDLE;
						end
						mem_addr 			<= write_address;
						mem_write_data		<= h[write_count];
						write_address		<= write_address + 1;
						write_count			<= write_count + 1;	
					end
			endcase
	end
endmodule
### run.sh
#!/bin/bash
# OpenROAD 26Q1-2900-gdf79404cd8, Yosys 0.63+post, stock flow scripts
make -C /OpenROAD-flow-scripts/flow DESIGN_CONFIG=/design/flow/config.mk WORK_HOME=/design/flow/orfs finish
### config.mk
export PLATFORM = sky130hd
export DESIGN_NAME = simplified_sha256
export DESIGN_NICKNAME = simplified_sha256
export VERILOG_FILES = /design/flow/design.v
export SDC_FILE = /design/flow/constraint.sdc
export NUM_CORES = 4
export LEC_CHECK = 1
export CORE_UTILIZATION = 40
export SYNTH_HDL_FRONTEND = slang
### constraint.sdc
current_design simplified_sha256

set clk_period 22.1
set clk_io_pct 0.2

create_clock -name clk0 -period $clk_period [get_ports {clk}]

set non_clock_inputs [all_inputs -no_clocks]
set_input_delay [expr $clk_period * $clk_io_pct] -clock clk0 $non_clock_inputs
set_output_delay [expr $clk_period * $clk_io_pct] -clock clk0 [all_outputs]
==> results.ini <==
[run_status]
status = finished, final reports clean

[route]
wl_mm = 323
drt_iter0_drc = 5632
vias_per_cell = 5.90
wl_per_cell_um = 26.9
first_pass_iters = 8
drc = 0
vias = 70900
postRouteAntennaNets = 0

[clock_network]
insertion_delay_ns = 0.94
post_cts_buffers = 0
cts_tree = built
cts_resized = 0
ctsHoldBuffers = 0
cts.reportedPaths.clkPinSlew_ns = 0.05

[global_routing]
grt_usage_pct = 29.8
antenna_found_initial = 16
grt_max_degree = 173
grt_pass1_vias = 71200
grt_first_pass_wirelength_mm = 472
grt_remaining_overflow = 0

[synth]
ys_sh_aoi_pct = 15.7
ys_seq_elements = 1217
xor_share_pct = 7.33
yosysUniqueCellTypes = 99
avgSynthCellArea_sq_um = 10.2
edf_count = 1202
ys_chip_area_sq_um = 91100
postSynthSeqShare_pct = 40.0
syn_area_sq_um = 91100
ys_warn_count = 0
ys_cells = 8951
mux_area_share_pct = 9.10
synth_cells = 8951
ys_sh_simple_pct = 12.4
async_flop_share_pct = 0.657
ys_top_logic_family = AND-OR/OR-AND gates
ff_type = edfxtp_1
fa_ha_area_share_pct = 11.7

[min_path]
min_path_cells = 0
hp-start = state[5]$_DFF_PN0_
hold_path_end = state[3]$_DFF_PN0_
worstHoldPathType = reg2reg

[sta]
tightest_slew_ns = 0.952
timing.setup.tns_ns = 0
rsz0062_at_grt = no
finalHoldViolCount = 0
slew_headroom_pct = 36.1
skew_ns = 0.0248
setup_viol = 0
maxSlewViolCount = 0

[place]
portBuffers = 117
dp.cells = 11700
dpl_cell_area_sq_um = 95700
dp_hpwl_mm = 241
finalWeightedCongestion = 1.02

[finish]
nFillCells = 20800
finish.instance_area_sq_um = 101000
instances_no_fill = 12000
area.growth.synth_to_final_pct = 10.6
drive_gt1_share_pct = 10.7

[critical_path]
r2r_end = t0[30]$_DFFE_PP_
crit_top_cell = clkbuf_16
worst_path_largest_cell_delay_ns = 0.39
reg2reg_from = read_count[0]$_DFFE_PP_
path_class = clk2out
path_cells = clkbuf_16 > clkbuf_16 > clkdlybuf4s50_1
crit_path_top_delay_cell = clkdlybuf4s50_1
end_kind = output port
start_kind = clock port
crit_required_ns = 17.68
reg2reg_slack_ns = 13.71
worstPathArrival_ns = 11.69
rr_worst_depth = 30
cp_num_buf_inv = 3
critPathTopFamily = buffers and inverters
cp_max_fo = 2

[die]
core_sq_um = 226000
ios = 118
dieWidth_um = 479
rows = 174
floorplanUtilization_pct = 40.4
dieArea_sq_um = 230000
die_h_um = 479

[job]
warnings = 70
cap_violations = 0

-- metrics by stage --
step | utilization (%) | setup WS (ns) | hold slack, ns
after CTS | 44.7 | 5.98 | 0.510
final | 44.7 | 5.99 | 0.510
after detailed placement | 42.4 | 6.26 | 0.482
after global placement | 42.4 | 6.26 | 0.492
after floorplan | - | 6.53 | 0.405
after global routing | 44.7 | 5.98 | 0.526
-- per-layer routing --
| layer | track usage [%] | part of all wire [%] | wire length [um] | vias to the layer above |
|---|---|---|---|---|
| met5 | 0.290 | 0.050 | 161 | - |
| met4 | 12.8 | 5.6 | 18200 | 16 |
| met3 | 12.4 | 11 | 35000 | 630 |
| met2 | 44.7 | 46 | 147000 | 3101 |
| met1 | 39.0 | 38 | 123000 | 34500 |
| li1 | - | - | - | 32700 |
-- state kept, by name (all words and copies together), names as in the netlist, 32 cells and up, named ones only --
register / flops
H: 32
w: 512
C: 32
h: 256
B: 32
E: 32
G: 32
mem_write_data: 32
t0: 32
D: 32
F: 32
A: 32
-- layout by cell type (no fill, tap or decap), types with 50 or more instances in the layout --
cell             instances
buf_4                  165
fa_1                   170
xnor2_1                482
a31oi_1                 91
mux2_2                 222
nand2_1               1256
clkbuf_16              151
o21ai_0                608
nand2b_1               108
nor3_1                 116
o21bai_1                58
a21oi_1                574
a211oi_1                50
and3_1                  60
nand3_1                151
ha_1                   569
clkdlybuf4s50_1        116
o21a_1                  74
edfxtp_1              1202
a21o_1                 416
nor2b_1                 53
xor2_1                 275
and2_1                  72
mux4_2                 239
nor2_1                 531
inv_1                  396
-- kinds of logic (layout without fill, tap and decap cells) --
family                   after synthesis  in the layout
AND/OR/NAND/NOR                     2564           2564
AND-OR/OR-AND                       2261           2261
other                                  0              3
adder cells (fa/ha/maj)              754            754
buffers and inverters                895            969
XOR/XNOR                             759            759
multiplexers                         501            501
flip-flops                          1217           1217
-- worst max path at each step --
stage     startpoint       to  cells past startpoint
4_1_cts          clk  mem_clk                      3
5_1_grt          clk  mem_clk                      3
6_report         clk  mem_clk                      3
-- synthesized netlist by cell type, types with 36 or more instances --
cell	count	area (sq um)
nand4_1	40	250
nand3_1	151	756
fa_1	170	3400
a21oi_1	575	2880
mux4_2	239	5380
ha_1	569	7120
mux2i_1	40	400
nand2b_1	108	676
or3_1	36	225
edfxtp_1	1202	36100
a21o_1	416	3120
inv_1	397	1490
xor2_1	275	2410
o21ai_0	615	3080
mux2_2	222	2500
and2_1	74	463
o21a_1	75	563
o211ai_1	39	293
clkbuf_1	423	1590
xnor2_1	482	4220
a211oi_1	51	383
and3_1	60	375
buf_1	62	233
nor3_1	117	586
nor2b_1	60	375
a31oi_1	91	569
nand2_1	1274	4780
o21bai_1	58	435
nor2_1	533	2000
-- cell type report --
| cell class | instances | area, sq um | share of cell area [%] |
|---|---|---|---|
| clock buffers | 177 | 3880 | 3.85 |
| repair buffers | 285 | 2470 | 2.46 |
| inverters | 409 | 1540 | 1.52 |
| flip-flops and latches | 1217 | 36500 | 36.2 |
| diodes | 3 | 7.51 | 0.00745 |
| well taps | 2992 | 3740 | 3.72 |
| clock inverters | 98 | 1200 | 1.19 |
| multi-input cells | 6839 | 51400 | 51.1 |
-- worst reg2reg max path: cells and delay by family, from the launching register on --
family | cells | cell delay, ns
AND-OR/OR-AND | 19 | 4.28
adder cells (fa/ha/maj) | 3 | 1.47
flip-flops | 1 | 0.35
buffers and inverters | 2 | 0.69
multiplexers | 1 | 0.21
AND/OR/NAND/NOR | 4 | 0.92
XOR/XNOR | 1 | 0.17
